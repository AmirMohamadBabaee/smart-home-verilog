File: /design/flow/config.mk
export PLATFORM = sky130hd
export DESIGN_NAME = MemoryUnit
export DESIGN_NICKNAME = MemoryUnit
export VERILOG_FILES = /design/flow/design.v
export SDC_FILE = /design/flow/constraint.sdc
export NUM_CORES = 4
export LEC_CHECK = 1
export CORE_UTILIZATION = 30
File: /design/flow/design.v
`timescale 1 ns/1 ns
module MemoryUnit (
	input         arst ,  
	input         clk  ,  
	input         wren ,  
	input  [34:0] din  ,  
	output [34:0] dout    
);
	genvar i;
	generate
		for(i=0;i<35;i=i+1) begin : loop
			D_FF dff(.arst(arst), .clk(clk), .en(wren), .data(din[i]), .out(dout[i]));
		end
	endgenerate
endmodule
`timescale 1 ns/1 ns
module D_FF(
	input arst,
	input clk,
	input en,
	input data,
	output reg out
);
	always @ (posedge clk or posedge arst)
		if (arst)
			out <= 1'b0;
		else if (en)
			out <= data;
endmodule
File: /design/flow/constraint.sdc
current_design MemoryUnit

set clk_period 1.5
set clk_io_pct 0.2

create_clock -name clk0 -period $clk_period [get_ports {clk}]

set non_clock_inputs [all_inputs -no_clocks]
set_input_delay [expr $clk_period * $clk_io_pct] -clock clk0 $non_clock_inputs
set_output_delay [expr $clk_period * $clk_io_pct] -clock clk0 [all_outputs]
File: /design/flow/run.sh
#!/bin/bash
# OpenROAD 26Q1-2900-gdf79404cd8, Yosys 0.63+post, stock flow scripts
make -C /OpenROAD-flow-scripts/flow DESIGN_CONFIG=/design/flow/config.mk WORK_HOME=/design/flow/orfs finish
==> flow_summary.html <==
<h2>Synthesis and place &amp; route</h2>
<table>
<tr><th>Metric</th><th>Value</th></tr>
<tr><th colspan="2">Power</th></tr>
<tr><td>Share of total power in the clock network</td><td>29.4%</td></tr>
<tr><td>Peak VDD IR</td><td>519 µV</td></tr>
<tr><td>Net switching fraction of the power</td><td>20.9%</td></tr>
<tr><td>Combinational Power Share</td><td>20.9%</td></tr>
<tr><td>Internal power summed over all cells</td><td>1730 µW</td></tr>
<tr><td>Power per unit of standard cell area</td><td>947 mW/mm²</td></tr>
<tr><td>Fraction of power consumed by sequential logic</td><td>49.7%</td></tr>
<tr><td>Switching power</td><td>459 µW</td></tr>
<tr><td>Overall power consumption</td><td>2190 µW</td></tr>
<tr><td>Leakage Power</td><td>0.00102 µW</td></tr>
<tr><th colspan="2">Synth</th></tr>
<tr><td>Mean instance size in the synthesized netlist</td><td>15.6 µm²</td></tr>
<tr><td>Post-synth area from yosys stat</td><td>0.00172 mm²</td></tr>
<tr><td>Commonest register cell after synthesis</td><td>sky130_fd_sc_hd__dfrtp_1</td></tr>
<tr><td>Number of enable flip-flop cells</td><td>0</td></tr>
<tr><td>Aoi/oai-family share of the synthesized area</td><td>0%</td></tr>
<tr><td>Share of synthesized area occupied by flip-flops and latches</td><td>50.9%</td></tr>
<tr><td>Synth top cells by count</td><td>sky130_fd_sc_hd__buf_4, sky130_fd_sc_hd__dfrtp_1, sky130_fd_sc_hd__mux2_4</td></tr>
<tr><td>Cell area leaders</td><td>sky130_fd_sc_hd__dfrtp_1, sky130_fd_sc_hd__mux2_4, sky130_fd_sc_hd__buf_4</td></tr>
<tr><td>Area leader share</td><td>50.9%</td></tr>
<tr><td>Simple-Gate Area Share</td><td>0%</td></tr>
<tr><td>Tally of yosys warning messages</td><td>1</td></tr>
<tr><td>Distinct cell type count after synthesis</td><td>7</td></tr>
<tr><td>Largest combinational cell category by area</td><td>multiplexers</td></tr>
<tr><td>Post-synthesis cell area</td><td>0.00172 mm²</td></tr>
<tr><td>Yosys reg bits</td><td>35</td></tr>
<tr><td>Number of cells in the yosys synthesis report</td><td>110</td></tr>
<tr><td>Share of flip-flops with an asynchronous set or reset</td><td>100%</td></tr>
<tr><td>Mux cell area share</td><td>29.5%</td></tr>
<tr><td>Area fraction in xor and xnor cells</td><td>0%</td></tr>
<tr><td>Adder Share, Synth</td><td>0%</td></tr>
<tr><td>Post-synthesis instance total</td><td>110</td></tr>
<tr><td>Leading area contributor after synthesis</td><td>sky130_fd_sc_hd__dfrtp_1</td></tr>
<tr><th colspan="2">Setup path</th></tr>
<tr><td>Worst path required time</td><td>1.20 ns</td></tr>
<tr><td>Crit-path max cell delay</td><td>0.47 ns</td></tr>
<tr><td>Data arrival, critical path</td><td>1.11 ns</td></tr>
<tr><td>Kind of end point of the critical path</td><td>output pin</td></tr>
<tr><td>Path depth of the worst reg2reg path</td><td>1</td></tr>
<tr><td>Crit. path cell count</td><td>1</td></tr>
<tr><td>Max FO, Critical Path</td><td>2</td></tr>
<tr><td>Buffering stage count on the worst path with inverters included</td><td>1</td></tr>
<tr><td>Series of cell instances along the critical path</td><td>clkdlybuf4s50_1</td></tr>
<tr><td>Worst path slowest cell</td><td>sky130_fd_sc_hd__clkdlybuf4s50_1</td></tr>
<tr><td>Setup CP Type</td><td>reg2out</td></tr>
<tr><td>Cell type group with the largest total delay on the critical path</td><td>buffers and inverters</td></tr>
<tr><td>Critical Path Start Type</td><td>register</td></tr>
<tr><th colspan="2">Die</th></tr>
<tr><td>Top-level port count</td><td>73</td></tr>
<tr><td>X dimension of the die</td><td>77.7 µm</td></tr>
<tr><td>Core footprint</td><td>0.00551 mm²</td></tr>
<tr><td>Die extent in y</td><td>77.7 µm</td></tr>
<tr><td>Overall chip area</td><td>0.00604 mm²</td></tr>
<tr><td>FP Core Util</td><td>31.2%</td></tr>
<tr><td>Row Count</td><td>27</td></tr>
<tr><th colspan="2">Routing</th></tr>
<tr><td>Routed WL per cell</td><td>11.9 µm</td></tr>
<tr><td>Drt first-iter violations</td><td>10</td></tr>
<tr><td>Drc violations</td><td>0</td></tr>
<tr><td>Vias per std cell</td><td>3.89</td></tr>
<tr><td>Detailed-router iteration count before antenna repair</td><td>3</td></tr>
<tr><td>Post-route ant nets</td><td>0</td></tr>
<tr><td>Total wire length after detailed routing</td><td>2.68 mm</td></tr>
<tr><td>Final antenna diode count</td><td>0</td></tr>
<tr><td>Via count</td><td>876</td></tr>
<tr><th colspan="2">Global route</th></tr>
<tr><td>Overall overflow remaining after global route</td><td>0</td></tr>
<tr><td>Wire length of the first global-routing pass</td><td>4.55 mm</td></tr>
<tr><td>Initial antenna violation count</td><td>0</td></tr>
<tr><td>Largest net degree at the start of global routing</td><td>36</td></tr>
<tr><td>GRT Overall Usage</td><td>9.64%</td></tr>
<tr><td>Via count of the first global-routing pass</td><td>958</td></tr>
<tr><th colspan="2">STA</th></tr>
<tr><td>Shortest period the worst path allows</td><td>1.41 ns</td></tr>
<tr><td>Worst slew margin</td><td>83.1%</td></tr>
<tr><td>Highest attainable clock frequency</td><td>0.711 GHz</td></tr>
<tr><td>Final Setup Violations</td><td>0</td></tr>
<tr><td>Final cycle utilization of the critical path</td><td>93.7%</td></tr>
<tr><td>Slew @ Worst Pin</td><td>0.253 ns</td></tr>
<tr><td>Final Max-Slew Violation Tally</td><td>0</td></tr>
<tr><td>Final Hold Violating Endpoints</td><td>0</td></tr>
<tr><td>Clock Skews</td><td>0 ns</td></tr>
<tr><td>Unrepaired setup endpoints after global routing</td><td>no</td></tr>
<tr><td>Accumulated negative setup slack</td><td>0 ns</td></tr>
<tr><th colspan="2">Place</th></tr>
<tr><td>Count of buffers inserted at the top-level ports</td><td>72</td></tr>
<tr><td>Final weighted congestion of routability-driven global placement</td><td>0.733</td></tr>
<tr><th colspan="2">Clock network</th></tr>
<tr><td>Number of gates given a new drive strength after cts</td><td>0</td></tr>
<tr><td>Number of buffers inserted by post-CTS setup repair</td><td>0</td></tr>
<tr><td>Clock tree from TritonCTS</td><td>yes</td></tr>
<tr><td>Clock latency on the worst-skew pair</td><td>0.28 ns</td></tr>
<tr><td>Number of hold-repair buffers added at the cts stage</td><td>0</td></tr>
<tr><td>Clock sink total</td><td>35</td></tr>
<tr><td>Clk Tree Root Cell</td><td>sky130_fd_sc_hd__clkbuf_8</td></tr>
<tr><td>Number of buffers created by CTS</td><td>5</td></tr>
<tr><td>Number of H-tree levels</td><td>2</td></tr>
<tr><td>Max Buffers Root-to-Sink</td><td>2</td></tr>
<tr><td>Register clock-pin slew on the reported worst setup and hold paths</td><td>0.07 ns</td></tr>
<tr><th colspan="2">Job</th></tr>
<tr><td>Warning total across the stage logs</td><td>25</td></tr>
<tr><td>Max-Cap Viols</td><td>0</td></tr>
<tr><th colspan="2">Finish</th></tr>
<tr><td>Layout overhead on the synthesized area</td><td>34.7%</td></tr>
<tr><td>Layout fillers</td><td>512</td></tr>
<tr><td>Register bank with the most flops</td><td>loop.dff.out</td></tr>
<tr><td>Share of cells above drive strength 1</td><td>29.4%</td></tr>
<tr><td>Max FFs per register</td><td>35</td></tr>
<tr><td>Leading registers by flop count</td><td>loop.dff.out: 35 flops</td></tr>
<tr><th colspan="2">Outcome</th></tr>
<tr><td>Run status</td><td>finished, final reports clean</td></tr>
<tr><th colspan="2">Worst hold path</th></tr>
<tr><td>HP Class</td><td>in2async</td></tr>
</table>
-- path summary, 6_finish.rpt --
path / from / end / slack, ns
setup / recovery: loop[0].dff.out / dout[0] / 0.09
hold / removal: arst / loop[20].dff.out / 0.37
setup reg to reg: loop[0].dff.out / loop[0].dff.out / 0.73
hold reg to reg: loop[29].dff.out / loop[29].dff.out / 0.51
max in group asynchronous: arst / loop[8].dff.out / 0.95
min in group clk0: loop[29].dff.out / loop[29].dff.out / 0.51
-- placed cells by master, fill, tap and decap left out --
cell / Yosys / routed
sky130_fd_sc_hd__clkdlybuf4s50_1: 0 / 71
sky130_fd_sc_hd__dfrtp_1: 35 / 35
sky130_fd_sc_hd__mux2_4: 30 / 30
sky130_fd_sc_hd__mux2_2: 5 / 5
sky130_fd_sc_hd__clkbuf_8: 0 / 5
sky130_fd_sc_hd__buf_12: 3 / 2
sky130_fd_sc_hd__inv_1: 1 / 1
sky130_fd_sc_hd__clkbuf_1: 0 / 1
sky130_fd_sc_hd__clkinvlp_4: 0 / 1
sky130_fd_sc_hd__clkinv_2: 0 / 1
sky130_fd_sc_hd__buf_2: 0 / 1
-- power by group through the flow --
stage | clock network, µW | logic [µW] | registers, µW
finish | 644 | 459 | 1090
global route | 731 | 492 | 1100
CTS | 683 | 467 | 1090
-- routing by layer --
layer  up-vias  global-route usage [%]  wire length, µm
met4         0                    1.89               61
li1        411                       -                -
met5         -                       0                0
met3         5                    2.87              203
met1       418                    14.0             1250
met2        42                    14.7             1170
-- cells by family after synthesis --
logic type	Yosys count
flops	35
buf+inv	40
mux	35
-- stage by stage --
step	worst slack, ns	utilization, %	hold slack [ns]	cell area (µm²)	cells
after floorplan	0.424	-	0.448	1720	110
after global placement	0.358	40.5	0.492	2230	217
after detailed placement	0.336	40.5	0.491	2230	217
after CTS	0.0696	42.1	0.368	2320	225
after global routing	0.0311	42.1	0.407	2320	225
final	0.0944	42.1	0.369	2320	225
-- area by class of cell --
cell class,instances,area [µm²],area share (%)
clock buffers,6,72.6,3.13
clock inverters,2,12.5,0.540
inverters,1,3.75,0.162
multi-input cells,35,507,21.9
flip-flops and latches,35,876,37.8
well taps,72,90.1,3.89
repair buffers,74,756,32.6
No activity file was given, so power comes from the tool's default toggle rates.
