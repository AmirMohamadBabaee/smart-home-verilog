==> design/flow/design.v <==
`timescale 1 ns/1 ns
module ActiveLamps (
	input  [3:0] tcode  ,  
	input  [3:0] ulight ,  
    input  [3:0] length     ,  
	output reg [3:0] active_lights   
);
	parameter MORNING 		= 4'b0001, 
					AFTERNOON 	= 4'b0010, 
					EVENING 		= 4'b0100, 
					NIGHT 		= 4'b1000, 
					OTHER 		= 4'b0000;
	always @(tcode or ulight)
		case (tcode)
			MORNING: active_lights = 4'b0000;
			AFTERNOON: active_lights = 4'b0000;
			EVENING: active_lights = {2'b00, length[3:2]};
			NIGHT: active_lights = ulight;
			default: active_lights = 4'b0000;
		endcase
endmodule
`timescale 1 ns/1 ns
module LampState (
	input  [ 3:0] active_lights ,  
	output [15:0] lights_state     
);
	Decoder4to16_less decoder1(
		.in(active_lights),
		.out(lights_state)
	);
endmodule
`timescale 1 ns/1 ns 
module LightingSystem (
	input  [ 3:0] tcode      ,  
	input  [ 3:0] ulight     ,  
	input  [ 3:0] lenght     ,  
	output [ 3:0] wshade     ,  
	output [ 3:0] lightnum   ,  
	output [15:0] lightstate    
);
	WindowShadeDegree wshade1(
		.tcode(tcode),
		.ulight(ulight),
		.wshade(wshade)
	);
	ActiveLamps active_lamps1(
		.tcode(tcode),
		.ulight(ulight),
		.length(lenght),
		.active_lights(lightnum)
	);
	LampState lamp_state1(
		.active_lights(lightnum),
		.lights_state(lightstate)
	);
endmodule
`timescale 1 ns/1 ns
module Decoder4to16_less (
	input [3:0] in, 
	output [15:0] out
);
	assign out[0]  = in[3] | in[2] | in[1] | in[0];
	assign out[1]  = in[3] | in[2] | in[1];
	assign out[2]  = in[3] | in[2] | (in[1] & in[0]);
    assign out[3]  = in[3] | in[2];
    assign out[4]  = in[3] | (in[2] & (in[1] | in[0]));
    assign out[5]  = in[3] | (in[2] & in[1]);
    assign out[6]  = in[3] | (in[2] & in[1] & in[0]);
    assign out[7]  = in[3];
    assign out[8]  = in[3] & (in[2] | in[1] | in[0]);
    assign out[9]  = in[3] & (in[2] | in[1]);
    assign out[10] = in[3] & (in[2] | (in[1] & in[0]));
    assign out[11] = in[3] & in[2];
    assign out[12] = in[3] & in[2] & (in[1] | in[0]);
    assign out[13] = in[3] & in[2] & in[1];
    assign out[14] = in[3] & in[2] & in[1] & in[0];
    assign out[15] = 1'b0;
endmodule
`timescale 1 ns/1 ns
module WindowShadeDegree (
	input  [3:0] tcode  ,  
	input  [3:0] ulight ,  
	output reg [3:0] wshade    
);
	parameter MORNING 		= 4'b0001, 
					AFTERNOON 	= 4'b0010, 
					EVENING 	= 4'b0100, 
					NIGHT 		= 4'b1000, 
					OTHER 		= 4'b0000;
	always @(tcode or ulight)
		case (tcode)
			MORNING: wshade = 4'b1111;
			AFTERNOON: wshade = 4'b1100;
			EVENING: wshade = ulight;
			NIGHT: wshade = 4'b0000;
			default: wshade = 4'b0000;
		endcase
endmodule
==> design/flow/run.sh <==
#!/bin/bash
# OpenROAD 26Q1-2900-gdf79404cd8, Yosys 0.63+post, stock flow scripts
make -C /OpenROAD-flow-scripts/flow DESIGN_CONFIG=/design/flow/config.mk WORK_HOME=/design/flow/orfs finish
==> design/flow/config.mk <==
export PLATFORM = sky130hd
export DESIGN_NAME = LightingSystem
export DESIGN_NICKNAME = LightingSystem
export VERILOG_FILES = /design/flow/design.v
export SDC_FILE = /design/flow/constraint.sdc
export NUM_CORES = 4
export LEC_CHECK = 1
export CORE_AREA = 10 10 70 70
export DIE_AREA = 0 0 80 80
==> design/flow/constraint.sdc <==
current_design LightingSystem

set clk_period 4.3
set clk_io_pct 0.2

create_clock -name clk0 -period $clk_period

set non_clock_inputs [all_inputs -no_clocks]
set_input_delay [expr $clk_period * $clk_io_pct] -clock clk0 $non_clock_inputs
set_output_delay [expr $clk_period * $clk_io_pct] -clock clk0 [all_outputs]
==> impl_metrics.json <==
{
  "status": "finished, final reports clean",
  "holdBufCountCts": 0,
  "fin_cells": 134,
  "die_w_um": 80,
  "ys_warn_count": 2,
  "area_growth_pct": 85.2,
  "setup_tns_ps": 0,
  "via_per_inst": 3.72,
  "maxSlewViolCount": 0,
  "first_pass_iters": 4,
  "ant_nets": 0,
  "fp_util": 0.119,
  "num_rows": 21,
  "required_ps": 3440,
  "totalWireLength_um": 1570,
  "synth_stat.cells": 60,
  "final-setup-viol-count": 0,
  "cp-end-kind": "output port",
  "postCtsSetupBuffers": 0,
  "n_clock_buffer": 0,
  "drive_above_1_share": 0.114,
  "yosys_area_um2": 405,
  "worst_path_largest_cell_delay_ps": 620,
  "leakage_nw": 0.297,
  "dpl_worst_slack_ps": 474,
  "grt_remaining_overflow": 0,
  "max_freq_ghz": 0.263,
  "top_logic_kind": "simple AND/OR/NAND/NOR gates",
  "cpLargestDelayFamily": "buffers and inverters",
  "synth_area_um2": 405,
  "fp.dieH_um": 80,
  "ys_sh_simple": 0.472,
  "dieArea_um2": 6400,
  "n_sequential_cell": 0,
  "slowest_stage": "clkdlybuf4s50_1",
  "warning_count": 34,
  "fa_ha_area_frac": 0,
  "grt_pass1_wl_um": 2550,
  "rsz0062_at_grt": "false",
  "vias": 499,
  "grt_pass1_vias": 507,
  "drt_iter0_drc": 24,
  "final_design_area_no_fill_um2": 751,
  "cp.arrival_ps": 2940,
  "finalHoldViolations": 0,
  "wl_per_cell_um": 11.7,
  "hpwl_um": 1390,
  "power_density_nw_per_um2": 60.4,
  "regArea_um2": 0,
  "yosys.stat.seqShare": 0,
  "fin_ws_ps": 498,
  "io_pins": 36,
  "grt_usage": 0.0480,
  "post_cts_resize_count": 0,
  "critPathMaxFanout": 13,
  "globalplace.congestion": 0.833,
  "fin_crit_ps": 3800,
  "critical_path_class": "input port to output port",
  "total_power_mw": 0.0453,
  "fillCellCount": 394,
  "aoi_share": 0.349,
  "antenna_found_initial": 0,
  "crit_buf_inv": 2,
  "mux_share": 0,
  "cpMostUsedCell": "clkdlybuf4s50_1",
  "dpl_cell_area_um2": 751,
  "cp-start-kind": "input port",
  "diodes": 0,
  "xor_area_frac": 0,
  "drt_drc_violations_left": 0,
  "peakVddDrop_mv": 0.0378,
  "netlist_instances": 60,
  "crit_chain": "clkdlybuf4s50_1 -> or2b_1 -> o22a_2 -> a2111oi_4 -> clkdlybuf4s50_1",
  "io_buffers": 33,
  "core_area_um2": 3420,
  "period_used_share": 0.884,
  "dp_cells": 134,
  "yosysUniqueCellTypes": 26,
  "syn_area_per_cell_um2": 6.76,
  "grt_max_degree": 14,
  "drv_cap": 0,
  "min_path_type": "input port to output port"
}
-- area by class of cell --
class | count | area, um^2 | area share
Multi-Input combinational cell | 48 | 337 | 0.448
Timing Repair Buffer | 33 | 330 | 0.440
Tap cell | 46 | 57.6 | 0.0767
Inverter | 7 | 26.3 | 0.0350
-- through the flow --
step / util / hold WS [ps]
after floorplan: - / 1800
after global placement: 0.220 / 2770
after detailed placement: 0.220 / 2750
after CTS: 0.220 / 2770
after global routing: 0.220 / 2820
final: 0.220 / 2760
-- power breakdown --
group          internal (mW)  switching [mW]
Combinational         0.0252          0.0201
Clock                      0               0
Sequential                 0               0
-- cell usage in the layout (no fill, tap or decap), drive strengths merged --
cell type,instances
or2,1
nor3,3
or2b,1
a21o,2
o221ai,1
a2111oi,1
nor2b,2
nor2,8
conb,1
a21oi,6
nor4b,1
inv,7
nand3,1
o22a,1
clkdlybuf4s50,33
and3b,4
o211ai,1
o31ai,1
nand2,5
nand2b,2
nand3b,2
o21ai,4
-- synth_stat cells (3+ instances only) --
library cell  n  area share
a21oi_1       6       0.074
nor2_1        8       0.074
inv_1         7       0.065
nor3_1        3       0.037
nand2_1       3       0.028
o21ai_1       3       0.037
and3b_1       4       0.086
-- path summary, 6_finish.rpt --
path / slack (ps) / from / end / cells after the start
setup / recovery: 500 / tcode[2] / lightstate[8] / 5
hold / removal: 2760 / ulight[0] / wshade[0] / 4
-- cells by family (layout without fill, tap and decap cells) --
family                 count (synthesis)  after routing
other                                  1              1
and+or+nand+nor                       30             30
buffers and inverters                 12             40
AOI/OAI and AO/OA                     17             17
-- worst min-delay path, delay by kind of cell --
family	cells	cell delay (ps)
compound gates	1	140
buf+inv	2	850
simple gates	1	50
-- layer usage --
layer  routed length, um  vias up  global-route usage
met3                 230        0              0.0193
met2                 587       26              0.0682
met5                   0        -                   0
met1                 749      212              0.0699
li1                    -      261                   -
met4                   0        0                   0
Power and IR drop assume default switching activity.
