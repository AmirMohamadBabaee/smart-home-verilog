$ cat flow/run.sh
#!/bin/bash
# OpenROAD 26Q1-2900-gdf79404cd8, Yosys 0.63+post, stock flow scripts
make -C /OpenROAD-flow-scripts/flow DESIGN_CONFIG=/design/flow/config.mk WORK_HOME=/design/flow/orfs finish
$ cat flow/design.v
`timescale 1 ns/1 ns
module CoolHeatSystem (
	input        arst      ,  
	input        clk       ,  
	input  [7:0] speed     ,  
	input  [7:0] chs_conf  ,  
	output [3:0] chs_power ,  
	output       chs_mode  ,  
	output       pwm_data     
);
	ModePower mode_power1(
		.chs_conf(chs_conf),
		.chs_power(chs_power),
		.chs_mode(chs_mode)
	);
	FanSpeed fan_speed1(
		.arst(arst),
		.clk(clk),
		.speed(speed),
		.pwm_data(pwm_data)
	);
endmodule
`timescale 1 ns/1 ns
`timescale 1 ns/1 ns
module Counter_8bit(
	input arst	,		 
	input clk	,		 
	output reg [7:0] counter_output
);
	always @(posedge clk or posedge arst)
		if (arst)
			counter_output <= 8'b00000000;
		else
			counter_output <= counter_output + 1;
endmodule
module FanSpeed (
	input        arst     ,  
	input        clk      ,  
	input  [7:0] speed    ,  
	output reg   pwm_data    
);
	wire [7:0] counter;
	always @(posedge clk or posedge arst)
		begin
			if (arst)
				pwm_data = 1'b0;
			else if (speed > counter)
				pwm_data = 1'b1;
			else
				pwm_data = 1'b0;
		end
	Counter_8bit counter_1(
		.arst(arst),
		.clk(clk),
		.counter_output(counter)
	);
endmodule
`timescale 1 ns/1 ns
module ModePower (
	input  [7:0] chs_conf  , 		 
	output reg [3:0] chs_power , 	 
	output reg   chs_mode    	  	 
);
	always @(chs_conf)
	  begin
			chs_power = chs_conf[0] + chs_conf[1] + chs_conf[2] + chs_conf[3] + chs_conf[4] + chs_conf[5] + chs_conf[6] + chs_conf[7];
			if (chs_power[0] == 0) 		 
				begin
					chs_mode = 0;
				end
			else								 
				begin
					chs_mode = 1;
				end
	  end
endmodule
$ cat flow/constraint.sdc
current_design CoolHeatSystem

set clk_period 5.9
set clk_io_pct 0.2

create_clock -name clk0 -period $clk_period [get_ports {clk}]

set non_clock_inputs [all_inputs -no_clocks]
set_input_delay [expr $clk_period * $clk_io_pct] -clock clk0 $non_clock_inputs
set_output_delay [expr $clk_period * $clk_io_pct] -clock clk0 [all_outputs]
$ cat flow/config.mk
export PLATFORM = sky130hd
export DESIGN_NAME = CoolHeatSystem
export DESIGN_NICKNAME = CoolHeatSystem
export VERILOG_FILES = /design/flow/design.v
export SDC_FILE = /design/flow/constraint.sdc
export NUM_CORES = 4
export LEC_CHECK = 1
export CORE_AREA = 10 10 82 82
export DIE_AREA = 0 0 92 92
==> results.toml <==
# generated from flow reports
[run_status]
status = "complete, no violations"

[worst_setup_path]
r2r_end = "fan_speed1.pwm_data"
worstPathRequired_ps = 4720
critPathArrivalTime_ps = 4300
r2r_cells = 6
worstSetupStartpoint = "chs_conf[0]"
critPathMaxFanout = 2
end_kind = "output pin"
regToRegSetupSlack_ps = 4450
rr_startpoint = "fan_speed1.counter_1.counter_output[1]"
startpoint_type = "primary input"
critPathKind = "in2out"

[grt]
grt_antenna_before_repair = 0
grtUsageTotal = 0.03304
grt_overflow = 0
grt_pass1_vias = 534
grt_max_degree = 10
grt_pass1_wl_um = 2373

[final_layout]
combGateArea_um2 = 412.9
area_growth_syn_to_layout_pct = 49.82
num-fill-cells = 562
regArea_um2 = 225.2
fin_area_um2 = 1069
final_cells = 166
drive_gt1_frac = 0.06250
finish.utilization = 0.2106

[logic_synthesis]
ys_warn_count = 3
netlist_instances = 70
yosys-top-cells-area = "dfrtp_1 (32%), ha_1 (21%), fa_1 (11%), inv_1 (8.9%), xnor2_1 (6.1%)"
top_cell_area_share = 0.3158
yosys.area_share.simple = 0.1088
mux_share = 0
top_logic_kind = "adder cells"
numSynthFlops = 9
ys_types = 22
avgSynthCellArea_um2 = 10.19
dominantRegCellSynth = "dfrtp_1"
synth_chip_area_um2 = 713.2
synth_seq_share = 0.3158
synth-edff-count = 0
yosys_cells = 70
synth_adder_area_share = 0.3228
most_common_cell = "inv_1"
synth_top_cell_by_area = "dfrtp_1"
synth_xor_xnor_area_share = 0.08596
async_flop_share = 1.000
syn_area_um2 = 713.2
synthTopCellsByCount = "inv_1 (17), ha_1 (12), dfrtp_1 (9)"
aoi_share = 0.06140

[timing]
max_freq_mhz = 182.3
maxSlewViolCount = 0
rsz0062_at_grt = "no"
fin_worst_skew_ps = 1.440
slew_headroom = 0.7768
period_needed_ps = 5484
setup_viol = 0
finalHoldViolations = 0
worst_pin_slew_ps = 334.4
tns_ps = 0
setup_slack_ps = 415.8
fin_crit_sh = 0.9295

[flow_run]
openroad.warnings = 25
maxCapViolCount = 0

[die]
fp_util = 0.1405
chipHeight_um = 92
rows = 26
core_area_um2 = 5075
die_w_um = 92
chipArea_um2 = 8464
pin_count = 24

[detailed_routing]
antenna_left = 0
detail_route.vias_per_cell = 3.211
drtPass1Iterations = 2
route.detailed.drc = 0
wl_um = 1386
post_drt_wl_per_cell_um = 8.349
vias = 533
n_antenna_cell = 0
drtIter0Drc = 9

[clocking]
postCtsSetupBuffers = 0
root_buffer = "clkbuf_8"
numCtsBuffers = 3
cts_tree = "built"
cts.clk_slew.worst_paths_ps = 40
h-tree-depth = 1
cts_resized = 0
hold_buffers = 0
clock_path_buffers = 2
insertion_delay_ps = 230
cts_sinks = 9

[worst_hold_path]
holdPathEnd = "fan_speed1.counter_1.counter_output[7]"
whs_path_depth = 1
min_from = "fan_speed1.counter_1.counter_output[7]"
min_path_type = "reg2reg"

[placed_design]
gp_congestion = 0.7134
place_area_um2 = 1023
post-place-ws_ps = 402.0
port_buffers = 23
dp.cells = 162
dpl.hpwl_um = 1254

[power]
ir_drop_uv = 71.88
powerDensity_nw_per_um2 = 179.4
leakage_nw = 0.4814
==> metal layers <==
layer  part of all wire  wire [µm]  track usage  up-vias
met2               0.49        681      0.05647       10
met1               0.45        630      0.03986      245
li1                   -          -            -      276
met4              0.019         27     0.005141        0
met5                  0          0            0        -
met3              0.035         48      0.01153        2
==> registers in the layout (all words and copies together), names as in the netlist <==
register,count
fan_speed1.counter_1.counter_output,8
fan_speed1.pwm_data,1
==> cell type report <==
class,count,share of cell area
tap,70,0.08197
inverter,18,0.06323
clock buffer,4,0.04215
sequential,9,0.2108
timing repair buffer,23,0.2155
multi-input combinational,42,0.3864
==> worst max-delay path by stage <==
| stage | to | cells after the start | slack [ps] |
|---|---|---|---|
| 4_1_cts | chs_power[2] | 10 | 390 |
| 5_1_grt | chs_power[2] | 10 | 280 |
| 6_report | chs_power[2] | 10 | 420 |
==> kinds of logic after synthesis <==
kind of cell	Yosys count
buf+inv	19
fa+ha+maj	16
simple gates	12
flops	9
compound gates	7
xor+xnor	7
==> power by group <==
part / internal, W / switching (W)
sequential: 0.0000625 / 0.0000000963
clock: 0.0000468 / 0.0000214
combinational: 0.0000418 / 0.0000190
total: 0.000151 / 0.0000405
==> placed cells by master, fill, tap and decap left out, drive strengths merged <==
cell / n
clkdlybuf4s50: 23
inv: 18
ha: 12
dfrtp: 9
xnor2: 5
fa: 4
clkbuf: 4
nand4: 2
nand3: 2
xor2: 2
a21oi: 2
nor2b: 2
o21ai: 2
nor4: 1
and3: 1
nand2: 1
a211oi: 1
nor2: 1
and2: 1
and4: 1
a21boi: 1
o31a: 1
==> critical path, stage by stage <==
cell             delay (ps)
clkdlybuf4s50_1         400
ha_1                    290
inv_1                    70
fa_1                    420
fa_1                    490
inv_1                    50
fa_1                    390
fa_1                    390
xor2_1                  140
clkdlybuf4s50_1         490
==> per-stage QoR <==
stage	hold slack [ps]	total power (W)
after global routing	512.0	0.0002083
after floorplan	445.5	0.00008746
after detailed placement	469.3	0.0001267
after CTS	474.7	0.0001975
final	473.1	0.0001916
after global placement	464.5	0.0001262
Power and IR drop assume default switching activity.
